### ./design.v
module traffic_control(n_lights,s_lights,e_lights,w_lights,clk,rst_a);
   output reg [2:0] n_lights,s_lights,e_lights,w_lights; 
   input      clk;
   input      rst_a;
   reg [2:0] state;
   parameter [2:0] north=3'b000;
   parameter [2:0] north_y=3'b001;
   parameter [2:0] south=3'b010;
   parameter [2:0] south_y=3'b011;
   parameter [2:0] east=3'b100;
   parameter [2:0] east_y=3'b101;
   parameter [2:0] west=3'b110;
   parameter [2:0] west_y=3'b111;
   reg [2:0] count;
   always @(posedge clk, posedge rst_a)
     begin
        if (rst_a)
            begin
              state=north;
                count =3'b000;
            end
        else
            begin
                case (state)
                north :
                    begin
                        if (count==3'b111)
                            begin
                            count=3'b000;
                            state=north_y;
                            end
                        else
                            begin
                            count=count+3'b001;
                            state=north;
                            end
                    end
                north_y :
                    begin
                        if (count==3'b011)
                            begin
                            count=3'b000;
                            state=south;
                            end
                        else
                            begin
                            count=count+3'b001;
                            state=north_y;
                        end
                    end
                   south :
                    begin
                        if (count==3'b111)
                            begin
                            count=3'b0;
                            state=south_y;
                            end
                        else
                            begin
                            count=count+3'b001;
                            state=south;
                        end
                    end
            south_y :
                begin
                    if (count==3'b011)
                        begin
                        count=3'b0;
                        state=east;
                        end
                    else
                        begin
                        count=count+3'b001;
                        state=south_y;
                        end
                    end
            east :
                begin
                    if (count==3'b111)
                        begin
                        count=3'b0;
                          state=east_y;
                        end
                    else
                        begin
                        count=count+3'b001;
                        state=east;
                        end
                    end
            east_y :
                begin
                    if (count==3'b011)
                        begin
                        count=3'b0;
                        state=west;
                        end
                    else
                        begin
                        count=count+3'b001;
                        state=east_y;
                        end
                    end
            west :
                begin
                    if (count==3'b111)
                        begin
                        state=west_y;
                        count=3'b0;
                        end
                  else
                        begin
                        count=count+3'b001;
                        state=west;
                        end
                    end
            west_y :
                begin
                    if (count==3'b011)
                        begin
                        state=north;
                        count=3'b0;
                        end
                    else
                        begin
                        count=count+3'b001;
                        state=west_y;
                        end
                    end
            endcase  
        end  
    end 
always @(state)
     begin
         case (state)
            north :
                begin
                    n_lights = 3'b001;
                    s_lights = 3'b100;
                    e_lights = 3'b100;
                    w_lights = 3'b100;
                   end  
            north_y :
                begin
                    n_lights = 3'b010;
                    s_lights = 3'b100;
                    e_lights = 3'b100;
                    w_lights = 3'b100;
                end  
            south :
                begin
                    n_lights = 3'b100;
                    s_lights = 3'b001;
                    e_lights = 3'b100;
                    w_lights = 3'b100;
                end  
            south_y :
                begin
                    n_lights = 3'b100;
                    s_lights = 3'b010;
                    e_lights = 3'b100;
                    w_lights = 3'b100;
                end  
            west :
                begin
                    n_lights = 3'b100;
                    s_lights = 3'b100;
                    e_lights = 3'b100;
                    w_lights = 3'b001;
                end  
            west_y :
                begin
                    n_lights = 3'b100;
                    s_lights = 3'b100;
                    e_lights = 3'b100;
                    w_lights = 3'b010;
                end  
            east :
                begin
                    n_lights = 3'b100;
                    s_lights = 3'b100;
                    e_lights = 3'b001;
                    w_lights = 3'b100;
                end  
            east_y :
                begin
                    n_lights = 3'b100;
                    s_lights = 3'b100;
                    e_lights = 3'b010;
                    w_lights = 3'b100;
                end  
            endcase  
     end  
endmodule
### ./run.sh
#!/bin/bash
# OpenROAD 26Q1-2900-gdf79404cd8, Yosys 0.63+post, stock flow scripts
make -C /OpenROAD-flow-scripts/flow DESIGN_CONFIG=/design/flow/config.mk WORK_HOME=/design/flow/orfs finish
### ./config.mk
export PLATFORM = sky130hd
export DESIGN_NAME = traffic_control
export DESIGN_NICKNAME = traffic_control
export VERILOG_FILES = /design/flow/design.v
export SDC_FILE = /design/flow/constraint.sdc
export NUM_CORES = 4
export LEC_CHECK = 1
export CORE_AREA = 10 10 70 70
export DIE_AREA = 0 0 80 80
### ./constraint.sdc
current_design traffic_control

set clk_period 2.0
set clk_io_pct 0.2

create_clock -name clk0 -period $clk_period [get_ports {clk}]

set non_clock_inputs [all_inputs -no_clocks]
set_input_delay [expr $clk_period * $clk_io_pct] -clock clk0 $non_clock_inputs
set_output_delay [expr $clk_period * $clk_io_pct] -clock clk0 [all_outputs]
==> impl_metrics.py <==
# Metrics from the implementation run
metrics = {
    "clocking": {
        "htreeDepth": 1,
        "clock_latency_ns": 0.24,
        "numCtsBuffers": 3,
        "cts.reportedPaths.clkPinSlew_ns": 0.04,
        "cts_tree": "built",
        "cts_setup_buffers": 0,
        "ctsHoldBuffers": 0,
        "cts-root-buf": "clkbuf_4",
        "cts_resized": 0,
        "cts.path.max_buffers": 2,
        "cts_sinks": 6,
    },
    "run": {
        "openroad.warnings": 27,
        "drv_cap": 0,
    },
    "sta": {
        "hold_violations": 0,
        "setup_viol": 0,
        "finalClockPeriodUsage": 0.955,
        "fmax_mhz": 523,
        "rsz0062_at_grt": "no",
        "fin_setup_tns_ns": 0,
        "max_slew_margin": 0.845,
        "fin_crit_ns": 1.91,
        "fin_skew_ns": 0.00291,
        "tightest_slew_ns": 0.232,
        "slew_viol_final": 0,
    },
    "synth": {
        "synth.distinct_cells": 17,
        "syn-instance-count": 38,
        "synth_area_um2": 369,
        "simple_gate_share": 0.258,
        "ys_cells": 38,
        "ys_seq_frac": 0.407,
        "synth.comb.largest_family": "simple AND/OR/NAND/NOR gates",
        "ys_sh_mux": 0.0271,
        "yosysWarnings": 1,
        "ys_sh_xor": 0,
        "synth_flops": 6,
        "yosys_area_um2": 369,
        "ys_sh_aoi": 0.0915,
        "ys_sh_adder": 0.136,
        "syn_avg_cell_area_um2": 9.71,
    },
    "floorplanning": {
        "io_pins": 14,
        "chipArea_um2": 6400,
        "fp_util": 0.108,
        "die_y_um": 80,
        "die_w_um": 80,
        "rows": 21,
        "core_region_area_um2": 3420,
    },
    "drt": {
        "antenna_cells": 0,
        "wl_um": 795,
        "vias_per_cell": 2.95,
        "drt_pass1_iterations": 2,
        "drt-initial-drc-count": 8,
        "vias": 295,
        "avgRoutedWirePerCell_um": 7.95,
        "detail-route-antenna-nets": 0,
        "drc": 0,
    },
    "placement": {
        "gp_congestion": 0.738,
        "dp_hpwl_um": 674,
        "portBuffers": 13,
    },
    "critical_path": {
        "crit_path_start_kind": "flop",
        "cp_data_arrival_time_ns": 1.51,
        "end_kind": "output pin",
        "crit_type": "reg2out",
        "worstPathRequired_ns": 1.60,
        "crit_fanout": 5,
    },
    "global_routing": {
        "grt_pass1_wl_mm": 1.25,
        "grt_pass1_vias": 306,
        "grt-ovfl-total": 0,
        "grt_usage": 0.0246,
        "grt_start_max_net_pins": 11,
        "antenna_found_initial": 0,
    },
    "pwr": {
        "leakagePower_nw": 0.244,
        "fin_total_pwr_w": 0.000233,
        "power_density_nw_per_um2": 406,
        "irDropWorstVdd_mv": 0.150,
    },
    "final_layout": {
        "area_growth_syn_to_layout_pct": 55.9,
        "fillers": 385,
        "register_area_um2": 150,
        "logic_area_um2": 189,
        "drive_above_1_share": 0.167,
    },
    "hold_path": {
        "hold_path_class": "in2async",
    },
    "outcome": {
        "outcome": "complete, no violations",
    },
}
-- routing by layer --
metal | up-vias | track usage | routed length [um]
met5 | - | 0 | 0
met4 | 0 | 0 | 0
met3 | 0 | 0.0261 | 165
met2 | 14 | 0.0393 | 309
met1 | 128 | 0.0229 | 320
li1 | 153 | - | -
-- through the flow --
| stage | hold WS [ns] | cells | area [um^2] | utilization | setup WS (ns) |
|---|---|---|---|---|---|
| finish | 0.377 | 100 | 576 | 0.168 | 0.0897 |
| global route | 0.409 | 100 | 576 | 0.168 | 0.0175 |
| CTS | 0.383 | 100 | 576 | 0.168 | 0.0760 |
| detailed placement | 0.496 | 97 | 553 | 0.162 | 0.341 |
| global placement | 0.482 | 97 | 553 | 0.162 | 0.359 |
| floorplan | 0.191 | 38 | 369 | - | 0.869 |
-- state kept, by name, indices dropped and copies added, names as in the netlist --
register / count
count: 3
state: 3
-- cell usage in the layout, fill, tap and decap left out, drive strengths merged --
cell type	netlist	final
clkbuf	0	3
o21ai	1	1
mux2i	1	1
buf	1	1
ha	4	4
a21boi	1	1
a21oi	1	1
o21a	1	1
nand2	3	3
clkdlybuf4s50	0	13
dfrtp	6	6
inv	5	5
nand3b	1	1
nand3	1	1
or2	1	1
nand2b	2	2
nor2	8	8
o2bb2ai	1	1
-- cells in the mapped netlist --
library cell	count	area share
or2_4	1	0.024
o2bb2ai_1	1	0.024
a21boi_1	1	0.020
nand2b_4	2	0.075
inv_1	5	0.051
nand3_1	1	0.014
o21ai_0	1	0.014
o21a_1	1	0.020
ha_1	4	0.14
nor2_1	6	0.061
mux2i_1	1	0.027
dfrtp_1	6	0.41
nor2_2	2	0.034
nand3b_1	1	0.020
nand2_1	3	0.031
buf_6	1	0.031
a21oi_1	1	0.014
-- report_power, final --
group | internal [W] | switching, W | leakage, nW | total, W
Combinational | 0.00000183 | 0.00000248 | 0.145 | 0.00000431
Clock | 0.0000676 | 0.0000396 | 0.0138 | 0.000107
Sequential | 0.000122 | 0 | 0.0845 | 0.000122
-- final cells by class --
type / count / area share
Multi-Input combinational cell: 26 / 0.328
Sequential cell: 6 / 0.261
Timing Repair Buffer: 14 / 0.239
Tap cell: 46 / 0.100
Clock buffer: 3 / 0.0391
Inverter: 5 / 0.0326
-- logic make-up (layout without fill, tap and decap cells) --
family / count (synthesis) / count (layout)
AND/OR/NAND/NOR: 16 / 16
AND-OR/OR-AND: 5 / 5
buffers and inverters: 6 / 22
flip-flops: 6 / 6
adder cells (fa/ha/maj): 4 / 4
multiplexers: 1 / 1
-- critical path, cell delays in order (launching register included) --
cell,delay [ns]
dfrtp_1,0.44
or2_4,0.29
nor2_2,0.08
clkdlybuf4s50_1,0.46
-- final timing paths --
kind | from | to | slack, ns | cells after the start
setup / recovery | state[2] | n_lights[1] | 0.09 | 3
hold / removal | rst_a | state[0] | 0.38 | 2
setup reg to reg | count[0] | count[0] | 0.84 | 4
hold reg to reg | count[1] | count[1] | 0.49 | 1
max in group asynchronous | rst_a | count[1] | 1.43 | 2
min in group clk0 | count[1] | count[1] | 0.49 | 1
Power is estimated from default activity; no workload was simulated.
